### design/flow/design.v
`timescale 1ns/1ps
module router_fifo(
    input clock,
    input resetn,
    input soft_reset,
    input write_enb,
    input read_enb,
    input lfd_state,
    input [7:0] data_in,
    output reg [7:0] data_out,
    output full,
    output empty
);
    reg [8:0] mem [0:15];   
    reg [4:0] wr_ptr;       
    reg [4:0] read_ptr;     
    reg [6:0] counter;      
    reg lfd_s;              
    integer i;
    always @(posedge clock) begin
        if (resetn == 1'b0)
            lfd_s <= 1'b0;
        else
            lfd_s <= lfd_state;
    end
    always @(posedge clock) begin
        if (resetn == 1'b0) begin
            for (i = 0; i < 16; i = i + 1) begin
                mem[i] <= 9'h0;
            end
            wr_ptr <= 5'b0;
        end
        else if (soft_reset == 1'b1) begin
            for (i = 0; i < 16; i = i + 1) begin
                mem[i] <= 9'h0;
            end
            wr_ptr <= 5'b0;
        end
        else if (write_enb == 1'b1 && full == 1'b0) begin
            mem[wr_ptr[3:0]] <= {lfd_s, data_in};
            wr_ptr <= wr_ptr + 1'b1;
        end
    end
    always @(posedge clock) begin
        if (resetn == 1'b0) begin
            data_out <= 8'h0;
            read_ptr <= 5'b0;
        end
        else if (soft_reset == 1'b1) begin
            data_out <= 8'hz;   
            read_ptr <= 5'b0;
        end
        else if (read_enb == 1'b1 && empty == 1'b0) begin
            data_out <= mem[read_ptr[3:0]][7:0];
            read_ptr <= read_ptr + 1'b1;
        end
        else if (!full && empty && counter == 1'b0) begin
            data_out <= 8'hz;   
        end
        else begin
            data_out <= data_out;   
        end
    end
    always @(posedge clock) begin
        if (resetn == 1'b0) begin
            counter <= 7'b0;
        end
        else if (soft_reset == 1'b1) begin
            counter <= 0;
        end
        else if (lfd_s == 1'b1) begin
            counter <= mem[read_ptr[3:0]][7:2] + 1'b1;
        end
        else if (read_enb == 1'b1) begin
            if (mem[read_ptr[3:0]][8] == 1'b1) begin
                counter <= counter;
            end
            else begin
                counter <= counter - 1'b1;
            end
        end
    end
    assign full = (wr_ptr == {~read_ptr[4], read_ptr[3:0]});
    assign empty = (wr_ptr == read_ptr);
endmodule
### design/flow/run.sh
#!/bin/bash
# OpenROAD 26Q1-2900-gdf79404cd8, Yosys 0.63+post, stock flow scripts
make -C /OpenROAD-flow-scripts/flow DESIGN_CONFIG=/design/flow/config.mk WORK_HOME=/design/flow/orfs finish
### design/flow/config.mk
export PLATFORM = sky130hd
export DESIGN_NAME = router_fifo
export DESIGN_NICKNAME = router_fifo
export VERILOG_FILES = /design/flow/design.v
export SDC_FILE = /design/flow/constraint.sdc
export NUM_CORES = 4
export LEC_CHECK = 1
export CORE_UTILIZATION = 50
### design/flow/constraint.sdc
current_design router_fifo

set clk_period 5.8
set clk_io_pct 0.2

create_clock -name clk0 -period $clk_period [get_ports {clock}]

set non_clock_inputs [all_inputs -no_clocks]
set_input_delay [expr $clk_period * $clk_io_pct] -clock clk0 $non_clock_inputs
set_output_delay [expr $clk_period * $clk_io_pct] -clock clk0 [all_outputs]
==> Changelog: implementation <==
### Metrics

* Status: finished clean
* Chip area line of the yosys report at just over 8000 µm²
* Worst r2r src: wr_ptr[3]$_SDFFE_PP0N_
* CP arrival at ~4000 ps
* HP Start: data_out[6]$_SDFFE_PN0P_
* Design Area, Final at 9210 µm²
* First-pass GRT wire length at approximately 29,000 µm
* CTS sink cnt at ~170
* Area Growth Syn to Fin at 12.1%
* Die width at approximately 130 µm
* Final hold slack at ~520 ps
* FFs w/ async S/R, synth at 0%
* Synth Cell Area at approximately 8200 µm²
* Maximum clock rate at about 250 MHz
* Clk Latency, worst-skew pair at approximately 420 ps
* # rows at between 40 and 50
* Top cells by area: edfxtp_1 (53%), and2_1 (10%), mux4_2 (7.7%)
* FP Core Util at 51.5%
* CTS Root Cell: clkbuf_16
* Hold Vio Cnt, Final at 0
* Dominant cell area share at between 50% and 60%
* Final setup violation count at 0
* N_diodes at 0
* Post-Route WL at about 18,000 µm
* Peak supply drop at between 200 and 250 µV
* H-tree Lvls at 4
* CP required at slightly below 6000 ps
* Hold Crit Depth at 2
* Vias per inst at roughly 5.6
* Post-CTS Resized at 0
* Max-cap violations at 0
* Syn Inst Count at between 500 and 600
* R2R setup slack at around 2400 ps
* Total grt overflow at 0
* Yosys Instances at 584
* GRT Overall Usage at 26.2%
* Final ANT Viol Nets at 0
* Synth Warn # at 3
* PwrDens at between 200 and 300 nW/µm²
* Avg Synthesized Cell Area at roughly 14 µm²
* Worst-Margin Slew at 756 ps
* Clock-pin slew on the worst setup and hold paths at about 60 ps
* Commonest flop: edfxtp_1
* Crit path kind: primary input to flop
* Critical Path Fanout Max at 18
* Place WS at between 1000 and 1500 ps
* CTS Buffer Depth at 2
* Vias in the first global route at 4,734
* Area of placed instances at ~8700 µm²
* Initial antenna violation count at 0
* Pre-antenna DRT Iters at 4
* CTS tree: built
* Total CTS buffers at 17
* Synth cell types at just over 50
* DIE AREA at ~17,000 µm²
* Dominant cell type by area after synthesis: edfxtp_1
* R2r endpoint: mem[2][4]$_SDFFCE_PN0P_
* Drt wl/cell at roughly 22 µm
* Largest net degree at the start of global routing at 32
* Layout Cells excl Fill at about 840
* Tool warning count at 29
* Ys flops at between 150 and 200
* Gpl congestion at about 0.86
* Final clock skew at approximately 5.5 ps
* Placed Instances at approximately 810
* Final period util at 69.8%
* Crit. End Element: flop
* R2R depth at 6
* Leakage dissipation at about 3.4 nW
* Post-CTS Hold Buffers at 0
* IO Count at 24
* Seq/Total Area, Yosys at about three fifths
* Hold Path Class: flop to flop
* Routed vias at 4,674
* Fin Setup TNS at 0 ps
* Post-detailed-placement half-perimeter wirelength at ~12,000 µm
* Worst setup SP type: primary input
* Layout cells sized above 1 at about 16%
* Core Area at ~16,000 µm²
* Slew Limit Headroom at between 40% and 50%
* EDFF count, synth at 144
* DRT iter0 DRCs at approximately 330
* Hold endpoint: data_out[6]$_SDFFE_PN0P_
* I/O Buffers at 23
* Final Max Slew Viols at 0
* # Post-CTS Setup Buffers at 0
* RSZ-0062 raised after global routing: false
* Post-route minimum period at 4050 ps
* Vert. Die Dim at between 100 and 150 µm
* DR DRC count at 0
* Fin worst setup slack at between 1500 and 2000 ps
cells in the final DEF, fill, tap and decap left out, types with 3 or more instances in the layout:
cell type	netlist	routed
a21oi_1	4	4
a22oi_1	6	6
a2bb2oi_1	3	3
and2_1	132	132
buf_4	1	17
clkbuf_16	0	17
clkdlybuf4s50_1	0	23
clkinv_1	1	3
clkinvlp_4	0	5
dfxtp_1	30	29
edfxtp_1	144	144
ha_1	8	8
inv_1	6	6
mux2i_1	10	10
mux4_1	10	10
mux4_2	28	28
nand2_1	18	18
nand2b_1	8	8
nand3_1	18	18
nand4_1	4	4
nor2_1	22	22
nor2_2	9	9
nor2b_1	12	12
nor3_1	15	15
nor3_2	4	4
nor4_1	4	4
o21ai_0	12	12
xnor2_1	4	4
xor2_1	16	16
worst max-delay path, cell delays in order:
cell and delay [ps]:
clkdlybuf4s50_1 660, nor2b_1 600, buf_4 340, nand3_1 420
nor3_2 480, nand2b_1 440
how the worst max path moves through the flow:
| stage | start | end | slack, ps |
|---|---|---|---|
| final | resetn | mem[0][6]$_SDFFCE_PN0P_ | 1750 |
| after CTS | resetn | mem[0][6]$_SDFFCE_PN0P_ | 1790 |
| after global routing | resetn | mem[0][6]$_SDFFCE_PN0P_ | 1600 |
layer usage:
metal / part of all wire (%) / vias to the layer above / track usage (%) / routed length (µm)
met5: 0.30 / - / 2.65 / 55
met1: 42 / 2260 / 40.1 / 7690
met4: 2.7 / 2 / 6.43 / 505
met2: 45 / 186 / 36.8 / 8350
met3: 10 / 26 / 12.2 / 1890
li1: - / 2200 / - / -
registers in the layout (all words and copies together), names as in the netlist, named ones only:
register	flops
mem	144
counter	7
data_out	8
read_ptr	5
wr_ptr	5
lfd_s	1
metrics by stage:
stage / total power [W] / utilization [%]
3_5_place_dp: 0.00162 / 54.3
4_1_cts: 0.00268 / 57.8
6_report: 0.00265 / 57.8
3_3_place_gp: 0.00162 / 54.3
2_1_floorplan: 0.00155 / -
5_1_grt: 0.00275 / 57.8
where the power goes:
group / switching [W] / internal (W)
sequential: 0.0000216 / 0.00140
combinational: 0.0000998 / 0.0000753
clock: 0.000469 / 0.000589
synthesized netlist by cell type, types with 3 or more instances:
| cell | count |
|---|---|
| a21oi_1 | 4 |
| inv_1 | 6 |
| mux2i_1 | 10 |
| edfxtp_1 | 144 |
| nand2_1 | 18 |
| xor2_1 | 16 |
| dfxtp_1 | 30 |
| buf_1 | 5 |
| and2_1 | 132 |
| nand2b_1 | 8 |
| a22oi_1 | 6 |
| mux4_1 | 10 |
| ha_1 | 8 |
| xnor2_1 | 4 |
| o21ai_0 | 12 |
| nand4_1 | 4 |
| nor2_2 | 9 |
| nor3_1 | 15 |
| nor2_1 | 22 |
| nor2b_1 | 12 |
| nand3_1 | 18 |
| buf_2 | 6 |
| clkbuf_1 | 14 |
| nor3_2 | 4 |
| buf_6 | 4 |
| nor4_1 | 4 |
| a2bb2oi_1 | 3 |
| mux4_2 | 28 |
cells by family (layout without fill, tap and decap cells):
| logic type | after synthesis | in the layout | share of synthesized area, % |
|---|---|---|---|
| simple gates | 256 | 256 | 18.4 |
| buf+inv | 40 | 79 | 2.54 |
| flops | 174 | 174 | 60.0 |
| fa+ha+maj | 8 | 8 | 1.22 |
| xor+xnor | 20 | 20 | 2.13 |
| compound gates | 36 | 36 | 3.34 |
| mux | 50 | 50 | 12.4 |
final cells by class:
class                           instances  area [µm²]
Timing Repair Buffer                   40         358
Fill cell                            1250        6730
Clock buffer                           18         429
Clock inverter                         14         120
Sequential cell                       174        4930
Tap cell                              216         270
Multi-Input combinational cell        370        3080
Inverter                                7        26.3
No activity file was given, so power comes from the tool's default toggle rates.
