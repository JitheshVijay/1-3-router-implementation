==> flow/design.v <==
module router_register(
    input clock,
    input resetn,
    input enable,
    input [7:0] data_in,
    output reg [7:0] data_out
);
    always @(posedge clock) begin
        if (!resetn) begin
            data_out <= 8'h0;
        end else if (enable) begin
            data_out <= data_in;
        end
    end
endmodule
==> flow/run.sh <==
#!/bin/bash
# OpenROAD 26Q1-2900-gdf79404cd8, Yosys 0.63+post, stock flow scripts
make -C /OpenROAD-flow-scripts/flow DESIGN_CONFIG=/design/flow/config.mk WORK_HOME=/design/flow/orfs finish
==> flow/config.mk <==
export PLATFORM = sky130hd
export DESIGN_NAME = router_register
export DESIGN_NICKNAME = router_register
export VERILOG_FILES = /design/flow/design.v
export SDC_FILE = /design/flow/constraint.sdc
export NUM_CORES = 4
export LEC_CHECK = 1
export CORE_AREA = 10 10 70 70
export DIE_AREA = 0 0 80 80
==> flow/constraint.sdc <==
current_design router_register

set clk_period 1.0
set clk_io_pct 0.2

create_clock -name clk0 -period $clk_period [get_ports {clock}]

set non_clock_inputs [all_inputs -no_clocks]
set_input_delay [expr $clk_period * $clk_io_pct] -clock clk0 $non_clock_inputs
set_output_delay [expr $clk_period * $clk_io_pct] -clock clk0 [all_outputs]
==> impl_metrics.py <==
# Generated from Yosys and OpenROAD reports
metrics = {
    "outcome": {
        "outcome": "finished, final reports clean",
    },
    "timing": {
        "hold_viol": 0,
        "rsz0062_at_grt": "no",
        "fmax_ghz": 1.06,
        "maxSlewHeadroom_pct": 84.3,
        "setup_viol": 0,
        "finalCritPeriodShare_pct": 94.1,
        "skew_ns": 0,
        "period_needed_ns": 0.941,
        "slew_violations": 0,
        "worst_pin_slew_ns": 0.235,
        "setup_ws_ns": 0.0588,
    },
    "finish": {
        "drive_gt1_share_pct": 26.1,
        "areaGrowthSynthToFinish_pct": 93.4,
        "final_core_util_pct": 17.1,
        "reg_top3": "data_out: 8 flops",
        "fillCellCount": 393,
        "logic_area_um2": 130,
        "final_cells": 92,
        "largest_reg_flops": 8,
        "flop_area_um2": 170,
        "regMostFlops": "data_out",
    },
    "power": {
        "total_power_mw": 0.711,
        "p_leak_nw": 0.238,
        "powerDensity_nw_per_um2": 1220,
        "intPower_mw": 0.564,
        "p_clk_share_pct": 34.2,
        "p_switching_mw": 0.146,
        "ir_worst_vdd_mv": 0.226,
        "seqPwrFrac_pct": 49.4,
        "combPwrFrac_pct": 16.5,
        "netSwitchingFraction_pct": 20.6,
    },
    "drt": {
        "drtIter0Drc": 1,
        "num_antenna_cells": 0,
        "drc": 0,
        "drt_wl_total_um": 871,
        "wl_per_cell_um": 9.47,
        "via_per_inst": 2.84,
        "ant_nets": 0,
        "firstDrtPassIters": 2,
        "vias": 261,
    },
    "worst_setup_path": {
        "crit_family": "flip-flops",
        "worstPathCellList": "clkdlybuf4s15_1",
        "crit_path_start_kind": "flip-flop",
        "critPathMaxStageDelay_ns": 0.32,
        "cpMaxStageDelayCell": "dfxtp_2",
        "cp.required_ns": 0.80,
        "critPathMaxFanout": 2,
        "endpoint_kind": "primary output",
        "cp.arrival_ns": 0.74,
        "crit_type": "reg -> out",
        "crit_buf_inv": 1,
    },
    "floorplanning": {
        "initCoreUtil_pct": 8.83,
        "chip_area_um2": 6400,
        "core_area_um2": 3420,
        "die-height_um": 80,
        "boundaryPins": 19,
        "row_count": 21,
        "dieWidth_um": 80,
    },
    "yosys": {
        "yosysCellCount": 25,
        "syn_avg_cell_area_um2": 12.1,
        "syn-cell-area_um2": 302,
        "top_cell_area_share_pct": 53.1,
        "area_leaders": "dfxtp_1 (53%), mux2i_1 (27%), nor2b_1 (17%)",
        "ys_area_um2": 302,
        "syn-instance-count": 25,
        "numSynthFlops": 8,
        "ys_seq_share_pct": 53.1,
        "synth_cell_type_count": 4,
        "yosys_warnings": 1,
        "largest_area_cell": "dfxtp_1",
    },
    "grt": {
        "grt_pass1_vias": 286,
        "grt_usage_pct": 2.81,
        "grt_pass1_wl_um": 1440,
        "antenna_found_initial": 0,
        "overflow": 0,
        "grt_max_degree": 9,
    },
    "clock_tree": {
        "tritoncts": "yes",
        "cts_max_level": 1,
        "cts_buffers": 3,
        "clock_path_buffers": 2,
        "clkLatencyLatePin_ns": 0.25,
        "cts_root_buf": "clkbuf_4",
        "ctsHoldBuffers": 0,
        "clkSinkCount": 8,
        "cts.clk_slew.worst_paths_ns": 0.05,
    },
    "placement": {
        "place_ws_ns": -0.229,
        "place.gp.congestion": 0.699,
        "portBuffers": 18,
        "dp.cells": 89,
    },
    "min_path": {
        "hold_class": "in -> reg",
    },
    "job": {
        "log.warning_count": 25,
        "drv_cap": 0,
    },
}
## cells by family (layout without fill, tap and decap cells)
kind of cell	after synthesis	after routing	share of synthesized area [%]
muxes	8	8	26.6
DFF	8	8	53.1
and+or+nand+nor	8	8	16.6
buffers and inverters	1	22	3.73
## per-layer routing
| layer | wire [um] | track usage, % | up-vias |
|---|---|---|---|
| li1 | - | - | 125 |
| met1 | 314 | 3.15 | 128 |
| met2 | 502 | 4.74 | 4 |
| met3 | 37 | 1.14 | 4 |
| met4 | 17 | 0.880 | 0 |
| met5 | 0 | 0 | - |
## power groups by stage
stage         logic, mW  clock network (mW)  registers, mW
finish            0.117               0.243          0.351
global route      0.129               0.274          0.353
CTS               0.121               0.251          0.351
## layout make-up
cell class	instances	share of cell area, %
timing repair buffer	19	34.8
sequential	8	29.2
multi-input combinational	16	22.3
tap	46	9.87
clock buffer	3	3.86
## stage by stage
stage | cell area, um2 | TNS [ns] | hold WS [ns]
floorplan | 302 | 0 | 0.328
global placement | 548 | -1.60 | 0.507
detailed placement | 548 | -1.75 | 0.512
CTS | 581 | 0 | 0.517
global route | 583 | 0 | 0.437
finish | 583 | 0 | 0.433
## path summary, 6_finish.rpt
kind                              end  slack, ns                      from  cells past startpoint
max                       data_out[6]       0.06  data_out[6]$_SDFFE_PN0P_                      1
min          data_out[7]$_SDFFE_PN0P_       0.43                    enable                      4
max reg2reg  data_out[4]$_SDFFE_PN0P_       0.38  data_out[4]$_SDFFE_PN0P_                      2
min reg2reg  data_out[0]$_SDFFE_PN0P_       0.51  data_out[0]$_SDFFE_PN0P_                      2
## synthesized netlist by cell type
cell	instances
nor2b_1	8
dfxtp_1	8
mux2i_1	8
buf_6	1
## what timing repair did
item	4_1_cts	5_1_grt
setup endpoints to repair	8	5
resized	24	1
pin swaps	0	0
buffers inserted	0	0
cloned	0	0
hold endpoints to repair	0	0
## cells in the final DEF (no fill, tap or decap), drive strengths merged
cell           count
clkdlybuf4s15      8
buf                1
clkdlybuf4s50      9
dfxtp              8
nor2b              8
mux2i              8
dlymetal6s2s       1
clkbuf             3
Power is estimated from default activity; no workload was simulated.
